==> design/flow/design.v <==
`timescale 1ns / 1ps
module clock_divider (
    input  logic Clock,      
    input  logic nReset,     
    input  logic Demo,       
    output logic tick_1kHz,  
    output logic tick_1Hz    
);
    localparam int unsigned CLK_HZ = 32768;
    localparam int unsigned DIV_1KHZ = (CLK_HZ >= 1000) ? ((CLK_HZ + 500) / 1000) : 1;
    localparam int unsigned DIV_1HZ = (CLK_HZ > 0) ? CLK_HZ : 1;
    localparam int unsigned DIV_DEMO = (CLK_HZ >= 64) ? (CLK_HZ / 64) : 1;
    logic [31:0] cnt_1khz;
    logic [31:0] cnt_1hz;
    always_ff @(posedge Clock or negedge nReset) begin
        if (!nReset) begin
            cnt_1khz  <= 32'd0;
            cnt_1hz   <= 32'd0;
            tick_1kHz <= 1'b0;
            tick_1Hz  <= 1'b0;
        end else begin
            if (cnt_1khz >= DIV_1KHZ - 1) begin
                cnt_1khz  <= 32'd0;
                tick_1kHz <= 1'b1;
            end else begin
                cnt_1khz  <= cnt_1khz + 1'b1;
                tick_1kHz <= 1'b0;
            end
            if (Demo) begin
                if (cnt_1hz >= DIV_DEMO - 1) begin
                    cnt_1hz  <= 32'd0;
                    tick_1Hz <= 1'b1;
                end else begin
                    cnt_1hz  <= cnt_1hz + 1'b1;
                    tick_1Hz <= 1'b0;
                end
            end else begin
                if (cnt_1hz >= DIV_1HZ - 1) begin
                    cnt_1hz  <= 32'd0;
                    tick_1Hz <= 1'b1;
                end else begin
                    cnt_1hz  <= cnt_1hz + 1'b1;
                    tick_1Hz <= 1'b0;
                end
            end
        end
    end
endmodule
==> design/flow/run.sh <==
#!/bin/bash
# OpenROAD 26Q1-2900-gdf79404cd8, Yosys 0.63+post, stock flow scripts
make -C /OpenROAD-flow-scripts/flow DESIGN_CONFIG=/design/flow/config.mk WORK_HOME=/design/flow/orfs finish
==> design/flow/config.mk <==
export PLATFORM = sky130hd
export DESIGN_NAME = clock_divider
export DESIGN_NICKNAME = clock_divider
export VERILOG_FILES = /design/flow/design.v
export SDC_FILE = /design/flow/constraint.sdc
export NUM_CORES = 4
export LEC_CHECK = 1
export CORE_UTILIZATION = 30
==> design/flow/constraint.sdc <==
current_design clock_divider

set clk_period 3.1
set clk_io_pct 0.2

create_clock -name clk0 -period $clk_period [get_ports {Clock}]

set non_clock_inputs [all_inputs -no_clocks]
set_input_delay [expr $clk_period * $clk_io_pct] -clock clk0 $non_clock_inputs
set_output_delay [expr $clk_period * $clk_io_pct] -clock clk0 [all_outputs]
==> notes.md <==
Quick summary of the implementation run below.

Sorting the Yosys area breakdown by cell type puts at the top sky130_fd_sc_hd__dfrtp_1. Between the synthesized netlist and the finished layout, the area growth was recorded as 25.6%. The clock net in this run drives a total of 66 sinks. Yosys reports that the most numerous cell types are sky130_fd_sc_hd__dfrtp_1 (66), sky130_fd_sc_hd__nor3_1 (17), sky130_fd_sc_hd__nor4_1 (10). By area the synthesized netlist is led by sky130_fd_sc_hd__dfrtp_1 (72%), sky130_fd_sc_hd__nor3_1 (3.7%), sky130_fd_sc_hd__xnor2_1 (3.5%). In the final report, the number of endpoints failing setup comes to 0. TritonCTS built the clock tree. The routability-driven placement congestion ratio came out at 0.756. The finished cells cover 2870 µm². The area of the chip is approximately 8000 µm². Measured along the x axis, the die boundary spans 89.3 µm.

The run finished with clean final reports. The flip-flop and latch count after synthesis came out at 66. The number of remaining DRC errors is 0.

The number of placement rows came out at 31. The placeable core area came out at between 7000 and 8000 µm². Using the TritonRoute via totals, the vias-per-cell ratio works out to 3.89. For this run, the top clock speed supported by timing is 0.483 GHz. The number of different library cells used by synthesis comes to 30. The net switching share of the total power came out at about a fifth. The initial standard-cell utilization of the core is 31.3%.

The combinational cell fraction of total power is ~1.8%. The fraction of the core area covered by cells at the end of the flow is 39.4%. The most used flip-flop cell after synthesis is sky130_fd_sc_hd__dfrtp_1.

The number of slew-limit violations in the final report came out at 0. The most common cell in the synthesized netlist is sky130_fd_sc_hd__dfrtp_1. The sequential share of power came out at 48.1%.

The count of nets left with antenna violations once routing finished came out at 0. Buffers inserted to repair hold after CTS numbered 0. The cell count listed in synth_stat.txt came out at 165.

The I/O pin count came out at 5. The power report lists cell-internal power as 1.52 mW. The slack of the critical path came out at 1.03 ns. The reg-to-reg startpoint is cnt_1hz[25]. The insertion delay of the later-clocked pin in the worst-skew pair came out at about 0.33 ns.

The worst setup path is captured at a register. The pin closest to its max-slew limit shows a slew of 0.743 ns. The mean cell area of the mapped netlist is between 10 and 15 µm². After clock tree synthesis, the clock-pin slew on the worst setup and hold paths is 0.07 ns.

The final-layout fill cell count is 694. The library cell used as clock root buffer is sky130_fd_sc_hd__clkbuf_8. The area share of the largest cell type after synthesis came out at just over 70%. Walking the worst path, the cells encountered are nor4_1 -> nand4_1 -> or4_1 -> or2_2. The count of buffers inserted at the top-level ports came out at 4. The sum of overflow across all layers after global routing came out at 0. Synthesis handed over a netlist of between 150 and 200 instances. In this run the deepest clock path goes through 2 buffers. The setup path with the least slack is of type reg2reg.

The post-synth tally of flip-flops with integrated enable came out at 0. The number of OpenROAD warnings came out at 27. The largest voltage drop on the vdd net is around 0.23 mV. The startpoint kind of the worst setup timing path is a register. The half-perimeter wire length after placement came out at between 1500 and 2000 µm. Endpoints failing hold in the final report were tallied at 0. Setup repair after global routing left no endpoint under its margin. The type recorded for the worst min-delay path is in2async. The setup skew after layout came out at 0.00814 ns.

The areal power density over the cells came out at 649 nW/µm². The total vias in the final route is 1257. The vertical extent of the die is slightly below 90 µm.

The cell count of the worst reg-to-reg path came out at 4. The share of final-layout standard cells stronger than drive strength 1 is 10.7%. The max-capacitance violation count is 0. The post-CTS setup buffer count came out at 0. After detailed routing, the average wire length per cell comes to 9.70 µm.

Headroom to the max-slew limit came out at between 50% and 60%. The share of the clock period used by the worst path came out at 66.8%. The sequential area share after synthesis is 72.3%.

The leakage power summed over all cells is between 1 and 1.5 nW. Counting the warning lines in the Yosys log gives 1. The worst path needs 2.07 ns of the cycle, external delays included. The power spent charging and discharging nets is 0.348 mW. The via count of the first global-routing pass is 1200. The number of detailed-routing iterations run before antenna repair came out at 2. The first global-routing pass estimated 5400 µm of wire. Looking at the critical path, the single cell with the biggest stage delay is sky130_fd_sc_hd__or4_1. The H-tree generated during clock tree synthesis spans 3 levels. The total placed instance area came out at 2610 µm². The detailed router finished its first iteration with 33 violations. The largest net degree at the start of global routing came out at 35. The reg-to-reg critical path endpoint is tick_1Hz.

The post-synthesis instance area came out at 2280 µm². The number of diodes came out at 0. The report lists the number of cells resized after CTS as 0. The yosys stat chip area is 2280 µm². The clock network fraction of design power is approximately half.

The setup TNS came out at 0 ns. The flop-to-flop setup slack is between 1 and 1.5 ns. For this run, the slowest stage of the critical path takes 0.72 ns. The post-placement worst setup slack came out at 0.727 ns.

The data required time at the worst endpoint is 3.32 ns. The overall routing resource usage came out at 9.34%. The initial antenna violation count was 0.

The number of buffers added by the clock tree synthesis step came out at 9. The async set or reset register ratio after synthesis came out at 100%. The routed wire length came out at 3130 µm. The signal arrival time at the worst endpoint came out at ~2.3 ns. Per the timing report, the biggest fanout along the worst path comes to 17.
[logic make-up (layout without fill, tap and decap cells)]
family          Yosys count  count (layout)  synth area share [%]
compound gates            8               8                  2.63
xor+xnor                 15              15                  5.75
fa+ha+maj                 3               3                  1.64
buf+inv                   8              26                  1.37
flops                    66              66                  72.3
other cells               1              42                 0.164
simple gates             64              64                  16.2
[critical path: cells and delay by family (launching register included)]
| kind | cells | cell delay (ns) |
|---|---|---|
| AND/OR/NAND/NOR | 4 | 1.58 |
| flip-flops | 1 | 0.36 |
[metal layers]
layer / vias to the layer above / global-route usage (%) / part of all wire, %
met4: 0 / 1.73 / 0.89
met1: 600 / 13.9 / 50
met3: 2 / 4.49 / 5.4
met5: - / 0 / 0
li1: 642 / - / -
met2: 13 / 13.0 / 43
[cell usage in the layout (no fill, tap or decap), types with 5 or more instances in the layout]
master                     count
sky130_fd_sc_hd__nor2_1        9
sky130_fd_sc_hd__xor2_1        6
sky130_fd_sc_hd__nor3_1       17
sky130_fd_sc_hd__xnor2_1       9
sky130_fd_sc_hd__clkbuf_8      9
sky130_fd_sc_hd__nand3_1       5
sky130_fd_sc_hd__nand2_1       5
sky130_fd_sc_hd__dfrtp_1      66
sky130_fd_sc_hd__conb_1       42
sky130_fd_sc_hd__inv_1         5
sky130_fd_sc_hd__nor4_1       10
[layout make-up]
class | count | area (µm²) | area share [%]
inverter | 5 | 18.8 | 0.654
sequential | 66 | 1650 | 57.5
clock inverter | 6 | 138 | 4.80
timing repair buffer | 5 | 55.1 | 1.92
multi-input combinational | 132 | 756 | 26.3
clock buffer | 10 | 128 | 4.45
tap | 99 | 124 | 4.32
[power groups by stage]
stage	clock [mW]	sequential [mW]	combinational, mW
6_report	0.934	0.896	0.0340
4_1_cts	0.960	0.896	0.0365
5_1_grt	1.02	0.898	0.0419
[state kept, by name, indices dropped and copies added (netlist names)]
register,flops
tick_1kHz,1
cnt_1khz,32
tick_1Hz,1
cnt_1hz,32
[worst max path at each step]
stage	from	to	slack (ns)	depth (start not counted)
5_1_grt	cnt_1hz[28]	tick_1Hz	0.89	4
4_1_cts	cnt_1hz[25]	tick_1Hz	1.00	4
6_report	cnt_1hz[25]	tick_1Hz	1.03	4
[through the flow]
step,instances,total power [mW],hold WS (ns)
final,323,1.86,0.346
after detailed placement,307,0.949,0.476
after global placement,307,0.946,0.459
after global routing,323,1.96,0.382
after floorplan,206,0.922,0.324
after CTS,323,1.89,0.359
Power is estimated from default activity; no workload was simulated.
