$ cat flow/config.mk
export PLATFORM = sky130hd
export DESIGN_NAME = time_counters
export DESIGN_NICKNAME = time_counters
export VERILOG_FILES = /design/flow/design.v
export SDC_FILE = /design/flow/constraint.sdc
export NUM_CORES = 4
export LEC_CHECK = 1
export CORE_UTILIZATION = 40
$ cat flow/constraint.sdc
current_design time_counters

set clk_period 3.5
set clk_io_pct 0.2

create_clock -name clk0 -period $clk_period [get_ports {Clock}]

set non_clock_inputs [all_inputs -no_clocks]
set_input_delay [expr $clk_period * $clk_io_pct] -clock clk0 $non_clock_inputs
set_output_delay [expr $clk_period * $clk_io_pct] -clock clk0 [all_outputs]
$ cat flow/run.sh
#!/bin/bash
# OpenROAD 26Q1-2900-gdf79404cd8, Yosys 0.63+post, stock flow scripts
make -C /OpenROAD-flow-scripts/flow DESIGN_CONFIG=/design/flow/config.mk WORK_HOME=/design/flow/orfs finish
$ cat flow/design.v
`timescale 1ns / 1ps
module time_counters (
    input  logic Clock,
    input  logic nReset,
    input  logic tick_1Hz,
    input  logic nClear_time,
    input  logic Demo,
    input  logic [1:0] time_set_field,
    input  logic       time_increment_pulse,
    input  logic       time_zero_seconds_pulse,
    output logic [3:0] hour_tens, hour_units,
    output logic [3:0] min_tens,  min_units,
    output logic [3:0] sec_tens,  sec_units,
    output logic [3:0] sixtieths_tens, sixtieths_units
);
    logic [5:0] demo_sixtieths;   
    logic [5:0] demo_sec;
    logic [4:0] demo_min;         
    always_ff @(posedge Clock or negedge nReset) begin
        if (!nReset) begin
            {hour_tens, hour_units, min_tens, min_units, sec_tens, sec_units} <= '0;
            {sixtieths_tens, sixtieths_units} <= '0;
            demo_sixtieths <= 6'd0;
            demo_sec       <= 6'd0;
            demo_min       <= 5'd0;
        end else if (Demo) begin
            if (tick_1Hz) begin
                if (demo_sixtieths >= 6'd59) begin
                    demo_sixtieths <= 6'd0;
                    if (demo_sec >= 6'd59) begin
                        demo_sec <= 6'd0;
                        if (demo_min >= 5'd23)
                            demo_min <= 5'd0;
                        else
                            demo_min <= demo_min + 1'b1;
                    end else begin
                        demo_sec <= demo_sec + 1'b1;
                    end
                end else begin
                    demo_sixtieths <= demo_sixtieths + 1'b1;
                end
            end
            sixtieths_tens  <= demo_sixtieths / 6'd10;
            sixtieths_units <= demo_sixtieths % 6'd10;
            sec_tens        <= demo_sec[5:4];   
            sec_units       <= demo_sec[3:0];   
            min_tens        <= (demo_min >= 5'd20) ? 4'd2 : (demo_min >= 5'd10) ? 4'd1 : 4'd0;
            min_units       <= (demo_min >= 5'd20) ? 4'(demo_min - 5'd20) : (demo_min >= 5'd10) ? 4'(demo_min - 5'd10) : 4'(demo_min);
            hour_tens       <= 4'd0;
            hour_units      <= 4'd0;
        end else if (!nClear_time) begin
            {hour_tens, hour_units, min_tens, min_units, sec_tens, sec_units} <= '0;
            {sixtieths_tens, sixtieths_units} <= '0;
        end else if (time_increment_pulse) begin
            sixtieths_tens  <= 4'd0;
            sixtieths_units <= 4'd0;
            if (time_set_field == 2'd0) begin
                if (hour_tens == 4'd2 && hour_units == 4'd3) begin
                    hour_tens  <= 4'd0;
                    hour_units <= 4'd0;
                end else if (hour_units == 4'd9) begin
                    hour_units <= 4'd0;
                    hour_tens  <= hour_tens + 1'b1;
                end else begin
                    hour_units <= hour_units + 1'b1;
                end
            end else if (time_set_field == 2'd1) begin
                if (min_tens == 4'd5 && min_units == 4'd9) begin
                    min_tens  <= 4'd0;
                    min_units <= 4'd0;
                end else if (min_units == 4'd9) begin
                    min_units <= 4'd0;
                    min_tens  <= min_tens + 1'b1;
                end else begin
                    min_units <= min_units + 1'b1;
                end
            end
        end else if (time_zero_seconds_pulse) begin
            sec_tens  <= 4'd0;
            sec_units <= 4'd0;
            sixtieths_tens  <= 4'd0;
            sixtieths_units <= 4'd0;
        end else if (tick_1Hz) begin
            sixtieths_tens  <= 4'd0;
            sixtieths_units <= 4'd0;
            if (sec_units == 4'd9) begin
                sec_units <= 4'd0;
                if (sec_tens == 4'd5) begin
                    sec_tens <= 4'd0;
                    if (min_units == 4'd9) begin
                        min_units <= 4'd0;
                        if (min_tens == 4'd5) begin
                            min_tens <= 4'd0;
                            if (hour_tens == 4'd2 && hour_units == 4'd3) begin
                                hour_tens  <= 4'd0;
                                hour_units <= 4'd0;
                            end else if (hour_units == 4'd9) begin
                                hour_units <= 4'd0;
                                hour_tens  <= hour_tens + 1'b1;
                            end else begin
                                hour_units <= hour_units + 1'b1;
                            end
                        end else begin
                            min_tens <= min_tens + 1'b1;
                        end
                    end else begin
                        min_units <= min_units + 1'b1;
                    end
                end else begin
                    sec_tens <= sec_tens + 1'b1;
                end
            end else begin
                sec_units <= sec_units + 1'b1;
            end
        end
    end
endmodule
==> changes_impl.md <==
### Implementation results

* Logic area at 0.00187 mm^2
* Number of antenna diodes at 0
* Measured slew at the worst slew-check pin at 0.684 ns
* Worst-path cell chain: clkdlybuf4s50_1 > nand2b_1 > or3_1 > o21ai_0 > mux2_2
* Top Usage Layer GRT: met1
* Util after Layout at 49.3%
* Yosys aoi share at 21.3%
* Post-Route WL at 6900 um
* Most numerous logic cells after layout: dfrtp_1 (48), nand2_1 (40), o21ai_0 (38), clkdlybuf4s50_1 (38), nor2_1 (28)
* Clk slew on worst S/H paths at 0.09 ns
* Element type at the critical path end: flip-flop
* Combinational share of power at 36.1%
* Setup TNS at 0 ns
* Hold WS at 0.479 ns
* H-tree depth at 2
* Vias after detailed routing at 2732
* Switching share of power at 34.5%
* GR Util met2 at 26.4%
* DR WL/cell at 13.8 um
* Main flop type: dfrtp_1
* HP Class: primary input to asynchronous set/reset pin
* Final hold viol count at 0
* Chip Width at 91.5 um
* Yosys simple share at 22.4%
* Seq cells post-synth at 48
* Top non-seq family: simple AND/OR/NAND/NOR gates
* Final Wtd Congestion at 0.863
* Tool warnings at 39
* Post-CTS Resized at 0
* Setup Viol. Count Final at 0
* Crit path DAT at 2.74 ns
* CTS root buffer: clkbuf_8
* Late-Pin Clk Latency at 0.30 ns
* Post-CTS setup buffer count at 0
* CP startpoint kind: primary input
* Fill cells at 726
* Area delta synth->final at 19.0%
* Starting density of the core at 41.4%
* Top fanout value on the critical path at 11
* Synth Warn # at 1
* GRT Residual Overflow at 0
* Top cell excl fill/tap: dfrtp_1
* Seq pwr share at 40.4%
* Register area at 0.00120 mm^2
* Core Footprint at 0.00773 mm^2
* Yosys cell count at 362
* Chip area at 0.00837 mm^2
* Drt drc at 0
* Ys async rst share at 100%
* Seq/Total Area, Yosys at 37.5%
* Yosys chip area at 0.00320 mm^2
* Post-synth top area cell: dfrtp_1
* FP Rows at 32
* Mapped Cells at 362
* Clock Skews at 0.00645 ns
* Max IR drop VDD at 0.364 mV
* First-pass GRT wire length at 11900 um
* Highest-delay cell along the critical path: clkdlybuf4s50_1
* Int Pwr at 1.32 mW
* Placed Instance Area at 0.00368 mm^2
* Status: complete, no violations
* I/O Pins at 41
* Avg Inst Size Synth at 8.84 um^2
* Gr usage total at 17.7%
* RSZ-0062 raised after global routing: no
* Netlist cell types at 66
* GRT met3 Usage at 2.21%
* MUX area fraction at 2.97%
* Num CTS Buffers at 5
* Initial antenna violation count at 0
* Router iterations before antenna repair at 4
* Area leader share at 37.5%
* Leak pwr at 1.63 nW
* Layout cells sized above 1 at 6.28%
* Post-route ant nets at 0
* DP Cell Count at 493
* Met1 usage at 29.4%
* Crit path kind: primary input to flip-flop
* NetSw at 0.697 mW
* Fin crit share at 72.8%
* Clock Power Share at 23.5%
* CTS tree: built
* Max-Cap Viols at 0
* CTS Hold Bufs at 0
* Slew HR at 54.1%
* Largest cells by area: dfrtp_1 (38%), ha_1 (10%), o21ai_0 (5.9%)
* Die Y at 91.5 um
* DR iter-0 viols at 143
* XOR Share, Synth at 1.37%
* IO buf count at 39
* Number of clock sinks at 48
* Final Non-Filler Cells at 500
* CP max stage delay at 0.60 ns
* FMAX at 393 MHz
* Adder share at 10.2%
* Max clock buf depth at 2
* Clock period minus worst slack at 2.55 ns
* Dpl hpwl at 4920 um
* Max-slew violations at 0
* PD cells at 530 mW/mm^2
* Largest net degree at the start of global routing at 49
* Post-synth EDFFs at 0
* Cell area after synthesis at 0.00320 mm^2
* Vias per cell at 5.46
* Design Area, Final at 0.00381 mm^2
* WP data required at 3.69 ns
* Vias in the first global route at 2418
==> power groups by stage <==
stage | sequential (mW) | clock [mW] | combinational, mW
after CTS | 0.817 | 0.490 | 0.733
after global routing | 0.844 | 0.510 | 0.827
final | 0.817 | 0.474 | 0.730
==> state kept, by name, summed over array words and instances (netlist names) <==
signal           cells
demo_sec             6
demo_sixtieths       6
demo_min             5
hour_tens            4
hour_units           4
min_tens             4
min_units            4
sec_tens             4
sec_units            4
sixtieths_units      4
sixtieths_tens       3
==> area by class of cell <==
class	count	share of cell area [%]
timing repair buffer	43	10.9
clock inverter	2	1.58
sequential	48	31.5
inverter	18	1.77
multi-input combinational	282	49.0
tap	102	3.35
clock buffer	5	1.81
==> worst max-delay path: cells and delay by family <==
kind                   cells  cell delay [ns]
muxes                      1             0.38
buffers and inverters      1             0.60
and+or+nand+nor            2             0.87
AOI/OAI and AO/OA          1             0.19
==> metal layers <==
metal / vias to the layer above / share of wire, %
met5: - / 0
met4: 0 / 0.99
met3: 5 / 3.7
met2: 51 / 44
met1: 1293 / 52
li1: 1383 / -
==> final timing paths <==
check                                              start                             to  slack [ns]  cells after the start
setup / recovery                                    Demo        min_tens[1]$_DFFE_PN0P_        0.95                      5
hold / removal                                    nReset      hour_units[1]$_DFFE_PN0P_        0.48                      2
setup reg to reg                 demo_min[3]$_DFFE_PN0P_       min_units[1]$_DFFE_PN0P_        1.14                      7
hold reg to reg            sixtieths_tens[2]$_DFFE_PN0P_  sixtieths_tens[2]$_DFFE_PN0P_        0.48                      2
max in group asynchronous                         nReset  demo_sixtieths[1]$_DFFE_PN0P_        2.59                      2
min in group clk0          sixtieths_tens[2]$_DFFE_PN0P_  sixtieths_tens[2]$_DFFE_PN0P_        0.48                      2
==> metrics by stage <==
stage               setup WS, ns  total power [mW]
global placement           0.686              1.55
detailed placement         0.663              1.56
finish                     0.953              2.02
CTS                        0.966              2.04
global route               0.802              2.18
floorplan                   1.50              1.32
==> synthesized netlist by cell type (2+ instances only) <==
| master | instances |
|---|---|
| nand2_1 | 40 |
| or2_2 | 2 |
| nand4_1 | 5 |
| mux2_2 | 4 |
| a22o_1 | 3 |
| nor2b_1 | 7 |
| a21o_1 | 3 |
| buf_4 | 2 |
| nor3_1 | 4 |
| and3b_1 | 2 |
| o21ai_0 | 38 |
| xnor2_1 | 3 |
| nor4_1 | 2 |
| o2bb2ai_1 | 2 |
| clkbuf_1 | 7 |
| o211ai_1 | 2 |
| ha_1 | 26 |
| a21oi_1 | 17 |
| and3_1 | 3 |
| or4b_1 | 3 |
| xor2_1 | 2 |
| mux2i_1 | 5 |
| o22ai_1 | 3 |
| dfrtp_1 | 48 |
| o31ai_1 | 7 |
| inv_1 | 18 |
| nor2_1 | 28 |
| a31oi_1 | 4 |
| buf_2 | 3 |
| nor3b_1 | 4 |
| and2_1 | 2 |
| a211oi_1 | 5 |
| nand3b_1 | 6 |
| or3_1 | 2 |
| nand2b_1 | 8 |
| nand3_1 | 12 |
==> kinds of logic after synthesis <==
group                      Yosys count
and+or+nand+nor                    137
AOI/OAI and AO/OA                  104
DFF                                 48
buffers and inverters               32
adders and majority gates           26
muxes                                9
xor gates and xnor gates             5
other                                1
No activity file was given, so power comes from the tool's default toggle rates.
