===== design/flow/design.v =====
`timescale 1ns / 1ps
module dual_button_detector #(
    parameter WINDOW_TIME_MS = 100
)(
    input  logic Clock,
    input  logic nReset,
    input  logic tick_1kHz,
    input  logic button1_stable,
    input  logic button2_stable,
    output logic button1_pressed,
    output logic button2_pressed,
    output logic both_pressed
);
    logic prev_button1, prev_button2;
    always_ff @(posedge Clock or negedge nReset) begin
        if (!nReset) begin
            prev_button1 <= 1'b1;
            prev_button2 <= 1'b1;
        end else begin
            prev_button1 <= button1_stable;
            prev_button2 <= button2_stable;
        end
    end
    logic button1_falling, button2_falling;
    assign button1_falling = (prev_button1 == 1'b1) && (button1_stable == 1'b0);
    assign button2_falling = (prev_button2 == 1'b1) && (button2_stable == 1'b0);
    typedef enum logic [2:0] {
        IDLE,
        WAIT_BUTTON2,
        WAIT_BUTTON1,
        BOTH_DETECTED,
        BUTTON1_SINGLE,
        BUTTON2_SINGLE
    } state_t;
    state_t current_state, next_state;
    logic [7:0] window_counter;
    logic window_timeout;
    assign window_timeout = (window_counter >= WINDOW_TIME_MS[7:0]);
    always_ff @(posedge Clock or negedge nReset) begin
        if (!nReset) begin
            current_state  <= IDLE;
            window_counter <= 8'd0;
        end else begin
            current_state <= next_state;
            if (current_state == WAIT_BUTTON1 || current_state == WAIT_BUTTON2) begin
                if (tick_1kHz && !window_timeout)
                    window_counter <= window_counter + 1'b1;
            end else begin
                window_counter <= 8'd0;
            end
        end
    end
    always_comb begin
        next_state = current_state;
        case (current_state)
            IDLE: begin
                if (button1_falling && button2_stable == 1'b0)
                    next_state = BOTH_DETECTED;
                else if (button2_falling && button1_stable == 1'b0)
                    next_state = BOTH_DETECTED;
                else if (button1_falling)
                    next_state = WAIT_BUTTON2;
                else if (button2_falling)
                    next_state = WAIT_BUTTON1;
            end
            WAIT_BUTTON2: begin
                if (button2_falling)
                    next_state = BOTH_DETECTED;
                else if (window_timeout)
                    next_state = BUTTON1_SINGLE;
                else if (button1_stable == 1'b1)
                    next_state = BUTTON1_SINGLE;
            end
            WAIT_BUTTON1: begin
                if (button1_falling)
                    next_state = BOTH_DETECTED;
                else if (window_timeout)
                    next_state = BUTTON2_SINGLE;
                else if (button2_stable == 1'b1)
                    next_state = BUTTON2_SINGLE;
            end
            BOTH_DETECTED: begin
                if (button1_stable == 1'b1 || button2_stable == 1'b1)
                    next_state = IDLE;
            end
            BUTTON1_SINGLE: begin
                next_state = IDLE;
            end
            BUTTON2_SINGLE: begin
                next_state = IDLE;
            end
        endcase
    end
    always_ff @(posedge Clock or negedge nReset) begin
        if (!nReset) begin
            button1_pressed <= 1'b0;
            button2_pressed <= 1'b0;
            both_pressed    <= 1'b0;
        end else begin
            button1_pressed <= 1'b0;
            button2_pressed <= 1'b0;
            both_pressed    <= 1'b0;
            if (current_state != next_state) begin
                case (next_state)
                    BOTH_DETECTED:    both_pressed    <= 1'b1;
                    BUTTON1_SINGLE:   button1_pressed <= 1'b1;
                    BUTTON2_SINGLE:   button2_pressed <= 1'b1;
                endcase
            end
        end
    end
endmodule
`timescale 1ns / 1ps
module main_fsm (
    input  logic Clock,
    input  logic nReset,
    input  logic tick_1kHz,
    input  logic nMode,
    input  logic nStart,
    output logic [2:0] display_mode,
    output logic clear_rain_pulse,
    output logic clear_time_pulse,
    output logic in_calibration,
    output logic is_rain_calib,
    output logic [1:0] calib_digit_index,
    output logic calib_increment_pulse,
    output logic in_time_setting,
    output logic [1:0] time_set_field,
    output logic time_increment_pulse,
    output logic time_zero_seconds_pulse
);
    typedef enum logic [3:0] {
        MODE_RAIN         = 4'd0,
        MODE_WIND_SPD     = 4'd1,
        MODE_WIND_DIR     = 4'd2,
        MODE_ELAPSED      = 4'd3,
        MODE_TIME         = 4'd4,
        MODE_RAIN_CALIB   = 4'd5,
        MODE_WIND_CALIB   = 4'd6,
        MODE_TIME_SETTING = 4'd7,
        MODE_PRESSURE     = 4'd8,
        MODE_TEMP         = 4'd9
    } state_t;
    state_t current_state, next_state;
    logic mode_stable, start_stable;
    logic [4:0] mode_cnt, start_cnt;
    always_ff @(posedge Clock or negedge nReset) begin
        if (!nReset) begin
            mode_cnt     <= '0;
            start_cnt    <= '0;
            mode_stable  <= 1'b1;
            start_stable <= 1'b1;
        end else if (tick_1kHz) begin
            if (nMode == mode_stable)
                mode_cnt <= '0;
            else if (mode_cnt == 5'd24) begin
                mode_stable <= nMode;
                mode_cnt    <= '0;
            end else begin
                mode_cnt <= mode_cnt + 1'b1;
            end
            if (nStart == start_stable)
                start_cnt <= '0;
            else if (start_cnt == 5'd24) begin
                start_stable <= nStart;
                start_cnt    <= '0;
            end else begin
                start_cnt <= start_cnt + 1'b1;
            end
        end
    end
    logic mode_pressed_single;
    logic start_pressed_single;
    logic both_pressed;
    dual_button_detector #(
        .WINDOW_TIME_MS(100)
    ) btn_detector (
        .Clock          (Clock),
        .nReset         (nReset),
        .tick_1kHz      (tick_1kHz),
        .button1_stable (mode_stable),
        .button2_stable (start_stable),
        .button1_pressed(mode_pressed_single),
        .button2_pressed(start_pressed_single),
        .both_pressed   (both_pressed)
    );
    always_ff @(posedge Clock or negedge nReset) begin
        if (!nReset)
            current_state <= MODE_RAIN;
        else
            current_state <= next_state;
    end
    logic [1:0] sub_state_counter;
    always_ff @(posedge Clock or negedge nReset) begin
        if (!nReset) begin
            sub_state_counter <= 2'd0;
        end else begin
            if (next_state == MODE_RAIN_CALIB ||
                next_state == MODE_WIND_CALIB ||
                next_state == MODE_TIME_SETTING) begin
                if (current_state != next_state) begin
                    sub_state_counter <= 2'd0;
                end else if (mode_pressed_single) begin
                    if (current_state == MODE_TIME_SETTING) begin
                        if (sub_state_counter < 2'd2)
                            sub_state_counter <= sub_state_counter + 1'b1;
                        else
                            sub_state_counter <= 2'd0;
                    end else begin
                        sub_state_counter <= sub_state_counter + 1'b1;
                    end
                end
            end else begin
                sub_state_counter <= 2'd0;
            end
        end
    end
    always_comb begin
        next_state              = current_state;
        display_mode            = current_state[2:0];
        clear_rain_pulse        = 1'b0;
        clear_time_pulse        = start_pressed_single && !both_pressed;
        in_calibration          = 1'b0;
        is_rain_calib           = 1'b0;
        calib_digit_index       = 2'd0;
        calib_increment_pulse   = 1'b0;
        in_time_setting         = 1'b0;
        time_set_field          = 2'd0;
        time_increment_pulse    = 1'b0;
        time_zero_seconds_pulse = 1'b0;
        case (current_state)
            MODE_RAIN: begin
                display_mode = 3'd0;
                if (mode_pressed_single)
                    next_state = MODE_WIND_SPD;
                if (start_pressed_single && !both_pressed)
                    clear_rain_pulse = 1'b1;
                if (both_pressed)
                    next_state = MODE_RAIN_CALIB;
            end
            MODE_WIND_SPD: begin
                display_mode = 3'd1;
                if (mode_pressed_single)
                    next_state = MODE_WIND_DIR;
                if (both_pressed)
                    next_state = MODE_WIND_CALIB;
            end
            MODE_WIND_DIR: begin
                display_mode = 3'd2;
                if (mode_pressed_single)
                    next_state = MODE_ELAPSED;
            end
            MODE_ELAPSED: begin
                display_mode = 3'd3;
                if (mode_pressed_single)
                    next_state = MODE_TIME;
            end
            MODE_TIME: begin
                display_mode = 3'd4;
                if (mode_pressed_single)
                    next_state = MODE_PRESSURE;
                if (both_pressed)
                    next_state = MODE_TIME_SETTING;
            end
            MODE_PRESSURE: begin
                display_mode = 3'd5;
                if (mode_pressed_single)
                    next_state = MODE_TEMP;
            end
            MODE_TEMP: begin
                display_mode = 3'd6;
                if (mode_pressed_single)
                    next_state = MODE_RAIN;
            end
            MODE_RAIN_CALIB: begin
                in_calibration    = 1'b1;
                is_rain_calib     = 1'b1;
                display_mode      = 3'd0;
                calib_digit_index = 2'd3 - sub_state_counter;
                if (start_pressed_single)
                    calib_increment_pulse = 1'b1;
                if (mode_pressed_single && sub_state_counter == 2'd3)
                    next_state = MODE_RAIN;
            end
            MODE_WIND_CALIB: begin
                in_calibration    = 1'b1;
                is_rain_calib     = 1'b0;
                display_mode      = 3'd1;
                calib_digit_index = 2'd3 - sub_state_counter;
                if (start_pressed_single)
                    calib_increment_pulse = 1'b1;
                if (mode_pressed_single && sub_state_counter == 2'd3)
                    next_state = MODE_WIND_SPD;
            end
            MODE_TIME_SETTING: begin
                in_time_setting = 1'b1;
                display_mode    = 3'd4;
                time_set_field  = sub_state_counter;
                case (sub_state_counter)
                    2'd0: if (start_pressed_single)
                              time_increment_pulse = 1'b1;
                    2'd1: if (start_pressed_single)
                              time_increment_pulse = 1'b1;
                    2'd2: if (start_pressed_single)
                              time_zero_seconds_pulse = 1'b1;
                endcase
                if (mode_pressed_single && sub_state_counter == 2'd2)
                    next_state = MODE_TIME;
            end
            default: begin
                next_state = MODE_RAIN;
            end
        endcase
    end
endmodule

===== design/flow/constraint.sdc =====
current_design main_fsm

set clk_period 2.9
set clk_io_pct 0.2

create_clock -name clk0 -period $clk_period [get_ports {Clock}]

set non_clock_inputs [all_inputs -no_clocks]
set_input_delay [expr $clk_period * $clk_io_pct] -clock clk0 $non_clock_inputs
set_output_delay [expr $clk_period * $clk_io_pct] -clock clk0 [all_outputs]

===== design/flow/run.sh =====
#!/bin/bash
# OpenROAD 26Q1-2900-gdf79404cd8, Yosys 0.63+post, stock flow scripts
make -C /OpenROAD-flow-scripts/flow DESIGN_CONFIG=/design/flow/config.mk WORK_HOME=/design/flow/orfs finish

===== design/flow/config.mk =====
export PLATFORM = sky130hd
export DESIGN_NAME = main_fsm
export DESIGN_NICKNAME = main_fsm
export VERILOG_FILES = /design/flow/design.v
export SDC_FILE = /design/flow/constraint.sdc
export NUM_CORES = 4
export LEC_CHECK = 1
export CORE_UTILIZATION = 30

==> impl_metrics.tcl <==
# metrics dict for downstream scripts
set metrics [dict create \
    status "finished clean" \
    highest-signal-layer "met4" \
    yosys_warnings 2 \
    clockBufferDepth 2 \
    grt_pass1_wl_um 7130 \
    total_routing_usage_reported_by_global_routing_pct 11.8 \
    grt_start_max_net_pins 35 \
    async_reset_ff_share_pct 100 \
    hold_class "reg2reg" \
    timing.critical_path.fanout_max 14 \
    synth.distinct_cells 47 \
    yosys-stat-cells 244 \
    cts.sinks 34 \
    achievable-frequency_mhz 376 \
    report.final.slew_viol_count 0 \
    globalRouteOverflowTotal 0 \
    reg2reg_setup_slack_ps 1020 \
    post-cts-setup-buffers 0 \
    top_cells_by_count "sky130_fd_sc_hd__dfrtp_1, sky130_fd_sc_hd__nor2_1, sky130_fd_sc_hd__o21ai_0" \
    log.warning_count 33 \
    synth-edff-count 0 \
    netlist.top_cell.by_area "sky130_fd_sc_hd__dfrtp_1" \
    synthesis.area_per_instance_um2 8.79 \
    grt_antenna_before_repair 0 \
    core_area_um2 6830 \
    synth_top_cell_by_count "sky130_fd_sc_hd__dfrtp_1" \
    worstPathCellList "nor2b_1 -> and3_1 -> and3_1 -> clkdlybuf4s50_1" \
    worst_ep_required_time_ps 2320 \
    tritoncts "built" \
    setup_repair_after_global_routing_missed_its_margin "false" \
    vdd_ir_drop_max_v 0.000313 \
    synth_seq_share_pct 39.9 \
    crit_path_max_incr_delay_ps 470 \
    routedLengthMet1_um 2070 \
    ff_type "sky130_fd_sc_hd__dfrtp_1" \
    antenna_violating_nets_post_route 0 \
    finalWeightedCongestion 0.825 \
    post-route-min-period_ps 2660 \
    setup_tns_ps 0 \
    proportion_of_netlist_area_held_by_the_largest_area_contributor_pct 35.0 \
    cpMostUsedCell "sky130_fd_sc_hd__and3_1" \
    num_rows 30 \
    post-dp-hpwl_um 2690 \
    timing.final.setup_violations 0 \
    dieHeight_um 86.6 \
    avgRoutedWirePerCell_um 11.1 \
    detailedRoute.firstIterationViolations 57 \
    h-tree-depth 2 \
    detail_route.drc_violations 0 \
    clockRootBuffer "sky130_fd_sc_hd__clkbuf_8" \
    n_antenna_cell 0 \
    worst_ep_arrival_time_ps 2080 \
    cp_top_family "simple AND/OR/NAND/NOR gates" \
    syn2layout_area_growth_pct 15.8 \
    power.static_leakage_nw 1.04 \
    cp.buffers_inverters 1 \
    via_count 1676 \
    timing.hold.ws_ps 438 \
    timing.critical_path.slowest_stage_cell "sky130_fd_sc_hd__dfrtp_2" \
    synthesis.instances 244 \
    power.density_nw_per_um2 681 \
    first_global_vias 1622 \
    cts.hold.buffers_added 0 \
    timing_worst_setup_path_type "reg2out" \
    largest_cells_by_area_after_synthesis "sky130_fd_sc_hd__dfrtp_1, sky130_fd_sc_hd__ha_1, sky130_fd_sc_hd__dfstp_2" \
    io_pins 20 \
    chipArea_um2 7490 \
    clkTransAtPathRegs_ps 60 \
    yosys.stat.chipArea_um2 2140 \
    dieWidth_um 86.6 \
    mappedNetlistArea_um2 2140 \
    skew_ps 4.93 \
    wl_met3_um 141 \
    timing.final.hold_violations 0 \
    drive_gt1_share_pct 7.39 \
    insertion_delay_ps 280 \
    post_drt_via_cell_ratio 4.75 \
    io_buffer_count 19 \
    worstSetupStartpointType "flip-flop" \
    finalClockPeriodUsage_pct 91.7 \
    critical_path.endpoint_type "primary output" \
    max_slew.worst_pin.slew_ps 549 \
    cts_inserted_buffers 5 \
    maxSlewHeadroom_pct 63.4 \
    dr_wl_met2_um 1660 \
    synth-seq-cells 34 \
    wirelength_um 3930 \
    floorplanUtilization_pct 31.4 \
    drt_pass1_iterations 4 \
    maxCapViolCount 0 \
]
-- stage by stage --
stage / instances / power (W) / util, % / worst slack, ps / cell area (um2)
floorplan: 244 / 0.00115 / - / 1170 / 2140
global placement: 346 / 0.00137 / 35.2 / 513 / 2410
detailed placement: 346 / 0.00138 / 35.2 / 452 / 2410
CTS: 353 / 0.00171 / 36.3 / 145 / 2480
global route: 353 / 0.00185 / 36.4 / 88.1 / 2480
finish: 353 / 0.00169 / 36.4 / 240 / 2480
-- what timing repair did --
item	CTS	global route
endpoints found under the hold margin	0	0
resized	0	1
endpoints found under the setup margin	0	1
-- flip-flops by register name, indices dropped and copies added, names as in the netlist --
signal / count
btn_detector.button1_pressed: 1
start_stable: 1
mode_cnt: 5
btn_detector.button2_pressed: 1
btn_detector.both_pressed: 1
start_cnt: 5
btn_detector.window_counter: 8
current_state: 4
btn_detector.prev_button1: 1
sub_state_counter: 2
btn_detector.prev_button2: 1
mode_stable: 1
btn_detector.current_state: 3
-- report_power, final --
group,switching [W],internal [W],leakage (nW),total (W)
sequential,0.000188,0.000552,0.443,0.000740
combinational,0.000285,0.000348,0.562,0.000633
clock,0.000154,0.000165,0.0383,0.000319
-- cell families (layout without fill, tap and decap cells) --
logic type,Yosys count,count (layout),share of synthesized area [%]
AOI/OAI and AO/OA,61,61,18.4
and+or+nand+nor,94,94,23.0
muxes,6,6,2.92
xor gates and xnor gates,10,10,4.08
adders and majority gates,11,11,6.42
DFF,34,34,39.9
buffers and inverters,28,41,5.25
-- routing by layer --
metal	track usage [%]	vias up
li1	-	887
met1	17.8	750
met2	19.1	31
met3	1.84	8
met4	1.36	0
met5	0	-
-- path summary, 6_finish.rpt --
kind                                        from                        end  depth (start not counted)
worst max-delay path            current_state[2]    time_zero_seconds_pulse                          4
min in group asynchronous                 nReset                mode_cnt[0]                          2
worst max register to register  current_state[0]       sub_state_counter[0]                          5
worst min-delay path                start_stable  btn_detector.prev_button2                          0
max in group asynchronous                 nReset           current_state[2]                          2
worst min register to register      start_stable  btn_detector.prev_button2                          0
-- final cells by class --
type                            instances  area (um2)
Multi-Input combinational cell        182        1180
Fill cell                             700        4350
Clock buffer                            7        76.3
Timing Repair Buffer                   21         205
Tap cell                               96         120
Sequential cell                        34         857
Inverter                               13        48.8
-- layout by cell type, fill, tap and decap left out, drive strengths merged, types with 8 or more instances in the layout --
cell | synthesis | routed
o21ai | 21 | 21
dfrtp | 30 | 30
clkdlybuf4s50 | 0 | 19
xor2 | 8 | 8
nor2b | 8 | 8
nand3 | 10 | 10
nand2 | 15 | 15
ha | 11 | 11
a21oi | 14 | 14
nor2 | 24 | 24
inv | 13 | 13
nand2b | 10 | 10
Power and IR drop assume default switching activity.
